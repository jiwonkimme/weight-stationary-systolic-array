==> design/flow/design.v <==
module SRAM #(parameter BW = 64, AW = 3, ENTRY = 8, WRITE = 0, MEM_FILE="mem.hex") (
    input    wire                CLK,
    input    wire                CSN,     
    input    wire    [AW-1:0]    A,       
    input    wire                WEN,     
    input    wire    [BW-1:0]    DI,      
    output   wire    [BW-1:0]    DOUT     
);
    parameter    ATIME    = 2;
    reg        [BW-1:0]    ram[0:ENTRY-1];
    reg        [BW-1:0]    outline;
    initial begin
	    if(WRITE>0)
		    $readmemh(MEM_FILE, ram);
    end
    always @ (posedge CLK)
    begin
        if (~CSN)
        begin
            if (WEN)    outline    <= ram[A];
            else        ram[A]    <= DI;
        end
    end
    assign    #(ATIME)    DOUT    = outline;
endmodule
==> design/flow/run.sh <==
#!/bin/bash
# OpenROAD 26Q1-2900-gdf79404cd8, Yosys 0.63+post, stock flow scripts
make -C /OpenROAD-flow-scripts/flow DESIGN_CONFIG=/design/flow/config.mk WORK_HOME=/design/flow/orfs finish
==> design/flow/config.mk <==
export PLATFORM = sky130hd
export DESIGN_NAME = SRAM
export DESIGN_NICKNAME = SRAM
export VERILOG_FILES = /design/flow/design.v
export SDC_FILE = /design/flow/constraint.sdc
export NUM_CORES = 4
export LEC_CHECK = 1
export CORE_UTILIZATION = 30
==> design/flow/constraint.sdc <==
current_design SRAM

set clk_period 17.5
set clk_io_pct 0.2

create_clock -name clk0 -period $clk_period [get_ports {CLK}]

set non_clock_inputs [all_inputs -no_clocks]
set_input_delay [expr $clk_period * $clk_io_pct] -clock clk0 $non_clock_inputs
set_output_delay [expr $clk_period * $clk_io_pct] -clock clk0 [all_outputs]
==> metrics.cfg <==
[run_status]
status = finished, final reports clean

[logic_synthesis]
logic_family = multiplexers
topCellsByArea = edfxtp_1 (80%), mux4_2 (12%), mux2_4 (4.2%), mux4_1 (1.5%), buf_12 (0.65%)
synth.avg_cell_area_um2 = 26.0
async_reset_ff_share_pct = 0
numSynthFlops = 576
synth.distinct_cells = 19
synthFlopType = edfxtp_1
synthesis.area_um2 = 21500
ys_cells = 828
netlist_instances = 828
ys_sh_aoi_pct = 0.0929
edf_count = 576
yosysSeqAreaShare_pct = 80.3
ys_sh_adder_pct = 0
ys_chip_area_um2 = 21500
yosysMostFrequentCell = edfxtp_1
netlist_top_cells_count = edfxtp_1 (576), mux4_2 (114), mux2_4 (60)
netlist.area_leader.share_pct = 80.3
synth_top_cell_by_area = edfxtp_1
simple_gate_area_share_pct = 0.418
xor_area_share_pct = 0
mux_area_share_pct = 17.9
yosysWarnings = 1

[sta]
hold_viol_final = 0
skew_ns = 0.0102
tns_ns = 0
maxSlewHeadroom_pct = 42.2
drv_slew = 0
worst_slack_ns = 11.74
max_freq_ghz = 0.174
fin_crit_ns = 5.76
setup_viol = 0
tightest_slew_ns = 0.866
rsz0062_at_grt = false
fin_crit_sh_pct = 32.9

[route]
wire_per_inst_um = 22.2
first_pass_iters = 4
drt_wl_total_um = 44100
drc = 0
routed_via_density = 4.54
ant_nets = 0
drt_iter0_drc = 573
vias = 9033

[worst_hold_path]
hold_class = register to register
hold_path.startpoint = ram[2][62]$_DFFE_PP_

[floorplan]
core_um2 = 70500
core_util_floorplan_pct = 30.5
die-area_um2 = 72900
die_h_um = 270
die_x_um = 270
rows = 97
io_pins = 134

[flow_run]
drv_cap = 0
stage_log_warnings = 25

[critical_path]
start_kind = input port
worstPathRequired_ns = 17.84
crit_arrival_ns = 6.10
cp-end-kind = register
crit_start = A[0]
reg2reg_from = ram[0][17]$_DFFE_PP_
path_class = input port to register
cp_max_fo = 56

[clock_tree]
cts_root_buf = clkbuf_16
post-cts-setup-buffers = 0
clk_pin_slew_worst_paths_ns = 0.06
cts_buffers = 55
ctsHoldBuffers = 0
cts.sinks = 576
cts_tree = yes
clkLatencyLatePin_ns = 0.59
cts.path.max_buffers = 3
cts_resized = 0
htree_levels = 2

[finish]
drive_gt1_share_pct = 28.2
final-comb-area_um2 = 4020
post-route-util_pct = 36.8
syn2layout_area_growth_pct = 20.4
layout.cells.non_filler = 1989
regArea_um2 = 17300
n_fill_cell = 6212

[global_route]
grt_pass1_wl_um = 65700
grt_max_degree = 57
overflow = 0
grt_pass1_vias = 10100
grt_usage_pct = 13.1
antenna_found_initial = 12

[placed_design]
numPortBuffers = 133
dp_slack_ns = 10.98
dp_hpwl_um = 25100
dp.cells = 1889
routabilityCongestion = 0.768

[power_and_ir_drop]
total_power_mw = 2.95
power_leakage_nw = 8.23
p_per_area_nw_per_um2 = 114
ir_drop_v = 0.0000722

## flip-flops by register name (all words and copies together), names as in the netlist
signal and count:
outline 64, ram 512
## through the flow
| step | cell area, um^2 | hold WS [ns] |
|---|---|---|
| after global placement | 24000 | 0.635 |
| final | 25900 | 0.685 |
| after CTS | 25900 | 0.692 |
| after global routing | 25900 | 0.719 |
| after detailed placement | 24000 | 0.674 |
| after floorplan | 21500 | 0.616 |
## cells in the final DEF, fill, tap and decap left out
cell type        count
buf_4               26
buf_6                2
buf_8                1
bufinv_16           11
clkbuf_1            10
clkbuf_16           57
clkdlybuf4s50_1    130
clkinv_1             8
clkinv_2             6
clkinv_4             2
clkinvlp_4           3
diode_2              2
edfxtp_1           576
inv_6                1
mux2_2               3
mux2_4              60
mux2i_1              3
mux4_1              12
mux4_2             114
nand2_1              3
nand2b_1             3
nand3_1              1
nor2_1               1
nor2_4               6
nor2b_1              1
nor2b_4              1
nor3_2               2
o211ai_1             2
o21ai_0              1
or3_1                1
## where the power goes
| group | internal (mW) | total [mW] | switching (mW) | leakage (nW) |
|---|---|---|---|---|
| Combinational | 0.0764 | 0.141 | 0.0651 | 2.08 |
| Sequential | 1.55 | 1.56 | 0.00857 | 5.23 |
| Clock | 0.755 | 1.24 | 0.489 | 0.919 |
| Total | 2.38 | 2.95 | 0.563 | 8.23 |
## logic make-up after synthesis
kind of cell,Yosys count
flops,576
mux,192
buf+inv,38
simple gates,19
compound gates,3
## final timing paths
| check | to | slack, ns | depth (start not counted) |
|---|---|---|---|
| hold reg to reg | outline[62]$_DFFE_PP_ | 0.69 | 2 |
| setup reg to reg | outline[17]$_DFFE_PP_ | 16.06 | 2 |
| setup / recovery | outline[0]$_DFFE_PP_ | 11.74 | 5 |
| hold / removal | outline[62]$_DFFE_PP_ | 0.69 | 2 |
## routing by layer
layer	vias to the layer above	global-route usage, %	routed length (um)
met5	-	0	116
met1	4604	16.2	15700
met3	81	7.56	5240
met2	412	21.0	22200
li1	3916	-	-
met4	20	2.09	853
## worst max-delay path: stages
cell and delay, ns:
buf_8 0.45, buf_4 0.63, buf_4 0.54, mux4_1 0.64
mux2_4 0.28
## cell type report
| type | instances | share of cell area (%) |
|---|---|---|
| Clock inverter | 31 | 1.69 |
| Clock buffer | 67 | 5.64 |
| Timing Repair Buffer | 159 | 5.91 |
| Sequential cell | 576 | 66.7 |
| Antenna cell | 2 | 0.0193 |
| Tap cell | 940 | 4.53 |
| Multi-Input combinational cell | 214 | 15.5 |
Power is estimated from default activity; no workload was simulated.
